## /design/flow/run.sh

```bash
#!/bin/bash
# OpenROAD 26Q1-2900-gdf79404cd8, Yosys 0.63+post, stock flow scripts
make -C /OpenROAD-flow-scripts/flow DESIGN_CONFIG=/design/flow/config.mk WORK_HOME=/design/flow/orfs finish
```

## /design/flow/config.mk

```make
export PLATFORM = sky130hd
export DESIGN_NAME = adder
export DESIGN_NICKNAME = adder
export VERILOG_FILES = /design/flow/design.v
export SDC_FILE = /design/flow/constraint.sdc
export NUM_CORES = 4
export LEC_CHECK = 1
export CORE_AREA = 10 10 86 86
export DIE_AREA = 0 0 96 96
```

## /design/flow/constraint.sdc

```tcl
current_design adder

set clk_period 4.6
set clk_io_pct 0.2

create_clock -name clk0 -period $clk_period [get_ports {Clk}]

set non_clock_inputs [all_inputs -no_clocks]
set_input_delay [expr $clk_period * $clk_io_pct] -clock clk0 $non_clock_inputs
set_output_delay [expr $clk_period * $clk_io_pct] -clock clk0 [all_outputs]
```

## /design/flow/design.v

```verilog
module adder(
  input [4:0] input1,
  input [4:0] input2,
  input [4:0] input3,
  input [5:0] input4,
  input [4:0] input5,
  input [4:0] input6,
  input Clk,
  output [7:0] out,
  input enable);
    always @ (posedge Clk) begin
        if (enable) begin
          out <= input1 + input2 + input3 + input4 + input5 + input6;
        end
        else begin
            out <= 0;
        end
    end
endmodule
```

==> impl_metrics.prom <==
# HELP chip_impl_metric Physical implementation figures
# TYPE chip_impl_metric gauge
chip_impl_info{name="run_status",value="completed"} 1
chip_impl_metric{name="fp-row-count",unit=""} 27
chip_impl_metric{name="layout_min_cycle_time",unit="ns"} 4.17
chip_impl_metric{name="diodes",unit=""} 0
chip_impl_metric{name="grt-ovfl-total",unit=""} 0
chip_impl_metric{name="number_of_antenna_violations_at_the_first_check_in_global_routing",unit=""} 0
chip_impl_metric{name="cpPeakStageDelay",unit="ns"} 0.53
chip_impl_metric{name="wire_length_of_the_first_global_routing_pass",unit="mm"} 3.14
chip_impl_info{name="crit_chain",value="clkdlybuf4s50_1, inv_1, fa_1, inv_1, fa_1, inv_1, fa_1, inv_1, ha_1, fa_1, a21o_2, a21oi_1, mux2i_1"} 1
chip_impl_metric{name="layout_setup_ws",unit="ns"} 0.429
chip_impl_metric{name="yosysSeqAreaShare",unit=""} 0.173
chip_impl_metric{name="holdWs",unit="ns"} 1.46
chip_impl_info{name="timing.critical_path.from_type",value="primary input"} 1
chip_impl_metric{name="core_area",unit="µm²"} 5540
chip_impl_metric{name="synth_stat.cells",unit=""} 94
chip_impl_metric{name="gp_congestion",unit=""} 0.782
chip_impl_info{name="top_regs",value="out: 8 flops"} 1
chip_impl_metric{name="count_of_flip_flops_with_a_built_in_enable_after_synthesis",unit=""} 0
chip_impl_metric{name="chip_area",unit="µm²"} 9220
chip_impl_metric{name="floorplan.core_util",unit=""} 0.167
chip_impl_metric{name="layout-drive-gt1-share",unit=""} 0.0365
chip_impl_info{name="yosys-top-cells-area",value="sky130_fd_sc_hd__fa_1 (43%), sky130_fd_sc_hd__dfxtp_1 (17%), sky130_fd_sc_hd__inv_1 (16%)"} 1
chip_impl_metric{name="ys_async_sr_fraction",unit=""} 0
chip_impl_metric{name="pre_cts_slack",unit="ns"} 0.174
chip_impl_info{name="clock_tree_from_tritoncts",value="built"} 1
chip_impl_metric{name="drv_slew",unit=""} 0
chip_impl_metric{name="ir_drop",unit="V"} 0.000156
chip_impl_metric{name="max_clk_rate",unit="GHz"} 0.240
chip_impl_metric{name="drtIter0Drc",unit=""} 7
chip_impl_metric{name="synth.ff_latch_count",unit=""} 8
chip_impl_metric{name="tool_warnings",unit=""} 25
chip_impl_metric{name="dp.final_hpwl",unit="mm"} 1.82
chip_impl_metric{name="tritoncts.num_buffers",unit=""} 3
chip_impl_metric{name="timing.final.hold_violations",unit=""} 0
chip_impl_metric{name="cts.clk_slew.worst_paths",unit="ns"} 0.04
chip_impl_info{name="critPathCaptureType",value="flip-flop"} 1
chip_impl_metric{name="tritoncts_num_sinks",unit=""} 8
chip_impl_info{name="cp_slowest_cell",value="sky130_fd_sc_hd__fa_1"} 1
chip_impl_metric{name="vias",unit=""} 692
chip_impl_metric{name="worstPathArrival",unit="ns"} 4.32
chip_impl_metric{name="cts.repair.resized",unit=""} 0
chip_impl_metric{name="setup_violating_endpoint_count_in_the_final_report",unit=""} 0
chip_impl_metric{name="cts-hold-fix-buffers",unit=""} 0
chip_impl_info{name="synthFlopType",value="sky130_fd_sc_hd__dfxtp_1"} 1
chip_impl_metric{name="post-layout-total-power",unit="µW"} 505
chip_impl_metric{name="synthesis.area_per_instance",unit="µm²"} 9.86
chip_impl_metric{name="placedInstanceArea",unit="µm²"} 1420
chip_impl_metric{name="detail_route.vias_per_cell",unit=""} 3.31
chip_impl_metric{name="ys_area",unit="µm²"} 927
chip_impl_info{name="criticalPathCategory",value="primary input to flip-flop"} 1
chip_impl_metric{name="die_x",unit="µm"} 96
chip_impl_metric{name="setup_total_negative_slack",unit="ns"} 0
chip_impl_metric{name="place.port_buffers",unit=""} 40
chip_impl_info{name="clock_tree_root_driver_cell",value="sky130_fd_sc_hd__clkbuf_8"} 1
chip_impl_metric{name="largest_register_ff_count",unit=""} 8
chip_impl_metric{name="areaGrowthSynthToFinish",unit="%"} 57.4
chip_impl_metric{name="dieHeight",unit="µm"} 96
chip_impl_metric{name="synth.distinct_cells",unit=""} 17
chip_impl_metric{name="synth_largest_type_area_fraction",unit=""} 0.432
chip_impl_metric{name="routed_wl",unit="mm"} 1.84
chip_impl_metric{name="design_area",unit="µm²"} 1460
chip_impl_metric{name="max_slew_margin",unit=""} 0.831
chip_impl_metric{name="post_synth_instance_area",unit="µm²"} 927
chip_impl_metric{name="top_level_ports",unit=""} 41
chip_impl_metric{name="grt_pass1_vias",unit=""} 749
chip_impl_info{name="path_delay_family",value="adder cells"} 1
chip_impl_info{name="worst_hold_path_type",value="primary input to flip-flop"} 1
chip_impl_metric{name="synthesis_warning_total",unit=""} 3
chip_impl_metric{name="timing.final.crit_share",unit=""} 0.907
chip_impl_metric{name="grt_start_max_net_pins",unit=""} 10
chip_impl_metric{name="grt_util_all_layers",unit=""} 0.0426
chip_impl_info{name="most_common_cell_in_the_netlist",value="sky130_fd_sc_hd__inv_1"} 1
chip_impl_metric{name="routed_wire_length_per_instance",unit="µm"} 8.79
chip_impl_info{name="regMostFlops",value="out"} 1
chip_impl_metric{name="cts.htree.levels",unit=""} 1
chip_impl_metric{name="worst_slew_pin_slew",unit="ns"} 0.253
chip_impl_metric{name="postCtsSetupBuffers",unit=""} 0
chip_impl_metric{name="power-per-cell-area",unit="nW/µm²"} 346
chip_impl_metric{name="final_ant_viol_nets",unit=""} 0
chip_impl_metric{name="crit_path_max_fo",unit=""} 2
chip_impl_info{name="yosysTopAreaCell",value="sky130_fd_sc_hd__fa_1"} 1
chip_impl_info{name="synth.top_cells.by_count",value="sky130_fd_sc_hd__inv_1 (39), sky130_fd_sc_hd__fa_1 (20), sky130_fd_sc_hd__dfxtp_1 (8)"} 1
chip_impl_info{name="rsz0062_at_grt",value="false"} 1
chip_impl_metric{name="cts.path.max_buffers",unit=""} 2
chip_impl_metric{name="timing.critical_path.buf_inv",unit=""} 5
chip_impl_metric{name="pleak",unit="µW"} 0.000722
chip_impl_metric{name="critPathRequiredTime",unit="ns"} 4.75
chip_impl_metric{name="drv.max_cap_violation_count",unit=""} 0
chip_impl_metric{name="dr.pass1.iters",unit=""} 2
chip_impl_metric{name="netlist_instances",unit=""} 94
chip_impl_metric{name="drc",unit=""} 0
-- layout make-up --
cell class,instances,area (µm²)
Clock buffer,3,41.3
Fill cell,600,4080
Sequential cell,8,160
Inverter,39,146
Tap cell,72,90.1
Timing Repair Buffer,40,400
Multi-Input combinational cell,47,621
-- layer usage --
layer,vias to the layer above,global-route usage,wire length [µm]
met5,-,0,0
met4,0,0.00491,33
met3,2,0.0236,272
met2,34,0.0628,699
met1,308,0.0557,832
li1,348,-,-
-- cell families (layout without fill, tap and decap cells) --
family	Yosys count	count (layout)	synth area share
buffers and inverters	39	82	0.158
muxes	1	1	0.0108
AOI/OAI and AO/OA	8	8	0.0661
and+or+nand+nor	10	10	0.0567
DFF	8	8	0.173
xor gates and xnor gates	1	1	0.00945
adders and majority gates	27	27	0.526
-- stage by stage --
step                      cells  utilization
final                       209        0.263
after global routing        209        0.263
after CTS                   209        0.263
after detailed placement    206        0.256
after global placement      206        0.256
after floorplan              94            -
-- report_power, final --
group	leakage [µW]	internal, µW	switching (µW)
clock network	0.0000216	56.2	22.5
registers	0.0000666	98.0	6.22
logic	0.000634	183	139
total	0.000722	338	167
-- cells in the final DEF, fill, tap and decap left out, types with 2 or more instances in the layout --
cell type and n:
sky130_fd_sc_hd__clkbuf_8 3, sky130_fd_sc_hd__and2_1 5, sky130_fd_sc_hd__inv_1 39, sky130_fd_sc_hd__o21ai_0 2, sky130_fd_sc_hd__nor2_1 3, sky130_fd_sc_hd__fa_1 20
sky130_fd_sc_hd__ha_1 7, sky130_fd_sc_hd__dfxtp_1 8, sky130_fd_sc_hd__clkdlybuf4s50_1 40
-- worst paths after layout --
kind       from     end  cells after the start
max   input1[2]  out[6]                     13
min      enable  out[6]                      3
Power is estimated from default activity; no workload was simulated.
